==> flow/design.v <==
`timescale 1ns / 1ps
module alu(
input [31:0] a,
input [31:0] b,
input [2:0] aluc,
output [31:0] r,
output zero
    );
reg [31:0] r_1;
always@*
begin
  case(aluc)
  3'b000:
    r_1 = a + b;
  3'b001:
    r_1 = a - b;
  3'b010:
    r_1 = a | b;
  3'b011:
    r_1 = b << a[4:0];
  default:
    r_1 = 32'b0;
  endcase
end
assign r = r_1;
assign zero = r ? 1'b0 : 1'b1;
endmodule
==> flow/run.sh <==
#!/bin/bash
# OpenROAD 26Q1-2900-gdf79404cd8, Yosys 0.63+post, stock flow scripts
make -C /OpenROAD-flow-scripts/flow DESIGN_CONFIG=/design/flow/config.mk WORK_HOME=/design/flow/orfs finish
==> flow/config.mk <==
export PLATFORM = sky130hd
export DESIGN_NAME = alu
export DESIGN_NICKNAME = alu
export VERILOG_FILES = /design/flow/design.v
export SDC_FILE = /design/flow/constraint.sdc
export NUM_CORES = 4
export LEC_CHECK = 1
export CORE_UTILIZATION = 50
==> flow/constraint.sdc <==
current_design alu

set clk_period 35.2
set clk_io_pct 0.2

create_clock -name clk0 -period $clk_period

set non_clock_inputs [all_inputs -no_clocks]
set_input_delay [expr $clk_period * $clk_io_pct] -clock clk0 $non_clock_inputs
set_output_delay [expr $clk_period * $clk_io_pct] -clock clk0 [all_outputs]
==> results_slide.txt <==
Run Summary

Status
  – Outcome: completed

Synthesis
  – Post-synthesis cell count from yosys: between 700 and 800
  – Synth warnings: 1
  – Synth Cell Area: 5146 µm²
  – Synth top cell by count: nand2_1
  – Yosys top cell area share: approximately a tenth
  – Yosys stat area: 5146 µm²
  – Biggest area cells: mux4_2 (11%), ha_1 (8.0%), o21ai_0 (7.3%)
  – Synth Instances: 745
  – Largest area contributor in the netlist: mux4_2
  – Post-synth top cells: nand2_1 (86), o21ai_0 (75), nor2_1 (53)
  – Yosys cell types: between 80 and 90
  – Synth Seq Share: 0%
  – Avg Cell Area, Syn: 6.908 µm²

Floorplanning
  – Fp util: 52.17%
  – I/O pins: 100
  – Die height: 103.5 µm
  – Die Size: 10,700 µm²
  – Die width: 103.5 µm
  – FP Rows: 36
  – Core Region: a little under 10,000 µm²

Clocking
  – Number of post-CTS setup repair buffers: 0
  – Hold_buf cts: 0
  – CTS resizes: 0

Finish
  – Seq Cell Count: 0
  – Non-filler cells, final: about 900
  – Register area: 0 µm²
  – Clock buf count: 0
  – Synthesis-to-finish area growth: 19.26%
  – Design area: 6137 µm²
  – Fin util: between 60% and 70%
  – Layout cell share with drive strength beyond 1: roughly 9.1%
  – Fillers: about 890

Routing
  – Detailed Route WL: 20.01 mm
  – Vias/cell: 6.794
  – DR iter-0 viols: 728
  – DRT antenna net count: 0
  – Antenna diode count: 0
  – Drt wl/cell: 21.59 µm
  – DR vias: 6,298
  – Remaining DRCs: 0
  – First-pass DRT Iterations: 6

Setup path
  – CP startpoint kind: primary input
  – Crit path max fanout: 9
  – Slowest library cell on the worst path: or4_1
  – Setup Crit Path Kind: primary input to output pin
  – Crit end category: output pin
  – WP data arrival: between 10 and 15 ns
  – Worst path max stage delay: 0.62 ns
  – Cell chain of the critical path: clkdlybuf4s50_1 > or4_1 > or3_1 > or3_1 > nor3_2 > nor2_1 > xnor2_1 > ha_1 > and3_1 > nand3_1 > o221ai_1 > o2bb2ai_1 > a211oi_1 > mux2_2 > a221o_1 > or4_1 > nor3_1 > clkdlybuf4s50_1
  – Worst EP required: about 28 ns

Min path
  – Worst min-delay path category: primary input to output pin

Global route
  – Vias in the first global route: ~5,300
  – Total GRT Usage: 38.76%
  – Global route overflow: 0
  – Pin count of the biggest net entering global routing: 43
  – First-pass GRT wire length: around 30 mm
  – Antenna violations before repair: 0

STA
  – Worst Max-Slew Pin Slew: 0.7950 ns
  – Final min period: 20.03 ns
  – Slew Limit Fails: 0
  – Cycle use final: 56.91%
  – TNS Setup: 0 ns
  – Final setup fails: 0
  – RSZ-0062 raised after global routing: no
  – FMAX: roughly 50 MHz
  – Worst slew margin: 46.44%
  – Final Hold Fails: 0

Placement
  – DP Wirelength: about 16 mm
  – Final Wtd Congestion: 1.050
  – Placed cell count: 927
  – # port buffers: 100
  – Post-DP Area: 6137 µm²

Pwr
  – PwrDens: 18.97 nW/µm²
  – Leakage: 2.421 nW
  – Peak supply drop: 0.01542 mV

Flow run
  – Max_cap viols: 0
  – Log Warnings: 34
==> cell type report <==
| type | instances | area, µm² | area share (%) |
|---|---|---|---|
| well taps | 133 | 166.4 | 2.712 |
| repair buffers | 110 | 1071 | 17.45 |
| inverters | 20 | 75.07 | 1.223 |
| multi-input cells | 664 | 4825 | 78.61 |
==> placed cells by master, fill, tap and decap left out, types with 5 or more instances in the layout <==
cell	Yosys	routed
nand3_1	14	14
inv_1	20	20
nor2b_1	8	8
nand2b_1	10	10
a21oi_1	52	52
nand3b_1	6	6
o21ai_0	75	75
o221ai_1	8	8
xnor2_1	17	17
or2_2	7	7
xor2_1	25	25
or4_1	6	6
and2_1	6	6
nor2_1	53	52
and3_1	7	7
or3_1	14	14
o31ai_1	8	8
mux2i_1	22	22
o21a_1	13	13
mux4_2	24	24
o211ai_1	20	20
mux2_2	15	15
clkdlybuf4s50_1	0	99
ha_1	33	33
nand2_1	86	86
a211oi_1	10	10
nor4_1	5	5
buf_4	1	10
nand4_1	13	13
a21o_1	16	16
a31oi_1	7	7
nor3_1	15	15
==> final timing paths <==
check | startpoint | depth (start not counted) | slack, ns | end
max | b[12] | 18 | 15.17 | zero
min | a[7] | 4 | 15.18 | r[7]
==> critical path, delay by kind of cell <==
kind | cells | cell delay, ns
fa+ha+maj | 1 | 0.47
simple gates | 9 | 2.92
buf+inv | 2 | 1.08
xor+xnor | 1 | 0.15
compound gates | 4 | 1.03
mux | 1 | 0.30
==> where the power goes <==
part | switching (W) | internal [W]
clock network | 0 | 0
logic | 0.0000640 | 0.0000524
registers | 0 | 0
total | 0.0000640 | 0.0000524
==> through the flow <==
stage	setup slack (ns)	total power, W	hold WS [ns]
6_report	15.17	0.0001164	15.18
5_1_grt	14.76	0.0001257	15.21
4_1_cts	15.23	0.0001134	15.18
3_5_place_dp	15.25	0.0001128	15.18
3_3_place_gp	15.38	0.0001130	15.19
2_1_floorplan	16.73	0.00007257	14.19
==> cell families (layout without fill, tap and decap cells) <==
group	Yosys count	count (layout)	synth area share, %
simple gates	264	264	25.67
compound gates	261	261	33.46
fa+ha+maj	34	34	8.412
buf+inv	81	130	6.516
xor+xnor	42	42	7.148
mux	63	63	18.79
==> metal layers <==
| layer | up-vias | GRT usage (%) | wire, µm | part of all wire (%) |
|---|---|---|---|---|
| met1 | 2856 | 62.32 | 8851 | 44 |
| met2 | 460 | 53.18 | 8039 | 40 |
| met4 | 0 | 6.392 | 440 | 2.2 |
| met5 | - | 0 | 0 | 0 |
| met3 | 43 | 9.290 | 2681 | 13 |
| li1 | 2939 | - | - | - |
Power and IR drop assume default switching activity.
