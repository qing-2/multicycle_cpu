### ./design.v
`timescale 1ns / 1ps
module mux2x32#(parameter WIDTH=32)(
input [WIDTH-1:0] a,
input [WIDTH-1:0] b,
input select,
output reg [WIDTH-1:0] r
    );
    always @*
    begin
      case(select)
        1'b0:
          r=a;
        1'b1:
          r=b;
        default:
          r=32'b0;
      endcase
    end
endmodule
### ./run.sh
#!/bin/bash
# OpenROAD 26Q1-2900-gdf79404cd8, Yosys 0.63+post, stock flow scripts
make -C /OpenROAD-flow-scripts/flow DESIGN_CONFIG=/design/flow/config.mk WORK_HOME=/design/flow/orfs finish
### ./config.mk
export PLATFORM = sky130hd
export DESIGN_NAME = mux2x32
export DESIGN_NICKNAME = mux2x32
export VERILOG_FILES = /design/flow/design.v
export SDC_FILE = /design/flow/constraint.sdc
export NUM_CORES = 4
export LEC_CHECK = 1
export CORE_AREA = 10 10 70 70
export DIE_AREA = 0 0 80 80
### ./constraint.sdc
current_design mux2x32

set clk_period 1.0
set clk_io_pct 0.2

create_clock -name clk0 -period $clk_period

set non_clock_inputs [all_inputs -no_clocks]
set_input_delay [expr $clk_period * $clk_io_pct] -clock clk0 $non_clock_inputs
set_output_delay [expr $clk_period * $clk_io_pct] -clock clk0 [all_outputs]
==> impl_metrics.env <==
# yosys + openroad results
export IMPL_yosysCellCount=36
export IMPL_worst_pin_slew_ns=0.0611
export IMPL_drc=0
export IMPL_leakage_nw=0.990
export IMPL_hold_viol=0
export IMPL_fin_crit_ns=1.18
export IMPL_period_used=1.18
export IMPL_crit_path_start_kind="primary input"
export IMPL_portBuffers=97
export IMPL_finalSetupViolations=32
export IMPL_cp_max_fo=7
export IMPL_synth_cell_type_count=4
export IMPL_grt_use_total=0.0787
export IMPL_slew_headroom=0.959
export IMPL_m1WireLength_um=1140
export IMPL_core_area_mm2=0.00342
export IMPL_status="finished with violations"
export IMPL_failed_checks="setup timing"
export IMPL_antenna_cells=0
export IMPL_flop_count=0
export IMPL_total_power_w=0.000660
export IMPL_synth_avg_cell_area_um2=15.1
export IMPL_cp_end_kind="primary output"
export IMPL_dr_pass1_iters=2
export IMPL_synth_cell_area_um2=544
export IMPL_drive_gt1_frac=0.562
export IMPL_drv_slew=0
export IMPL_grt_pass1_wl_um=4150
export IMPL_die_x_um=80
export IMPL_power_density_mw_per_mm2=389
export IMPL_lay_top_count="dlygate4sd2_1"
export IMPL_gp_congestion=0.760
export IMPL_yosys_warnings=1
export IMPL_worstPathRequired_ns=0.80
export IMPL_timing_fmax_ghz=0.851
export IMPL_grt_pass1_vias=824
export IMPL_routed_wl_um=2850
export IMPL_die_area_mm2=0.00640
export IMPL_wl_met3_um=313
export IMPL_clock_buffers=0
export IMPL_num_rows=21
export IMPL_syn_inst=36
export IMPL_rsz0062_at_grt="yes"
export IMPL_whs_ns=0.694
export IMPL_num_vias=730
export IMPL_dp_slack_ns=-0.497
export IMPL_routed_top_layer="met3"
export IMPL_holdBufCountCts=0
export IMPL_openroad_warnings=34
export IMPL_ios=97
export IMPL_cap_violations=0
export IMPL_placedCellCount=177
export IMPL_fin_cells=192
export IMPL_yosys_area_um2=544
export IMPL_drt_iter0_markers=4
export IMPL_cp_arrival_ns=0.98
export IMPL_avgViaCountPerCell=3.80
export IMPL_dp_hpwl_um=2400
export IMPL_initCoreUtil=0.159
export IMPL_overflow=0
export IMPL_ir_worst_vdd_mv=0.173
export IMPL_areaGrowthSynthToFinish_pct=212
export IMPL_route_met2_wl_um=1390
export IMPL_grt_max_degree=8
export IMPL_post_drt_wl_per_cell_um=14.8
export IMPL_regArea_um2=0
export IMPL_path_class="in -> out"
export IMPL_antenna_found_initial=0
export IMPL_ant_nets=0
export IMPL_hold_class="in -> out"
export IMPL_die_h_um=80
export IMPL_setup_ws_ns=-0.175
export IMPL_layout_top_cells="40 x dlygate4sd2_1, 32 x mux2_4, 29 x buf_6, 14 x dlymetal6s2s_1, 12 x buf_2"
export IMPL_postSynthSeqShare=0
Yosys cell counts:
cell,n,share of area
mux2_4,30,0.83
buf_6,1,0.021
mux2_2,2,0.041
buf_12,3,0.11
routing by layer:
layer	up-vias	track usage
met4	0	0
met2	51	0.143
met5	-	0
li1	362	-
met1	317	0.0897
met3	0	0.0307
power breakdown:
group          internal, W  switching [W]  total [W]
combinational     0.000519       0.000141   0.000660
clock                    0              0          0
sequential               0              0          0
total             0.000519       0.000141   0.000660
worst max-delay path: stages:
cell,delay (ns)
buf_12,0.11
buf_12,0.13
buf_8,0.12
mux2_4,0.30
buf_6,0.11
worst paths after layout:
kind	end	cells after the start	startpoint	slack [ns]
max	r[31]	5	select	-0.18
min	r[24]	3	a[24]	0.69
final cells by class:
type / instances / area, µm²
fillers: 327 / 1720
multi-input cells: 32 / 480
well taps: 46 / 57.6
repair buffers: 114 / 1160
through the flow:
stage                     TNS, ns  cell area (µm²)   util
after CTS                   -5.20             1610  0.470
after floorplan                 0              544      -
after global placement     -15.25             1540  0.450
after detailed placement   -15.27             1540  0.450
after global routing        -5.62             1700  0.497
final                       -5.03             1700  0.497
logic make-up (layout without fill, tap and decap cells):
group    count (synthesis)  in the layout  synth area share
buf+inv                  4            114             0.131
mux                     32             32             0.869
timing repair:
action,4_1_cts,5_1_grt
gates resized,170,23
buffers inserted,14,0
endpoints found under the setup margin,32,32
cloned,1,0
No activity file was given, so power comes from the tool's default toggle rates.
